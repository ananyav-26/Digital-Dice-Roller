==> /design/flow/design.v <==
module seven_segment_decoder (
    input [2:0] number,        
    output reg [6:0] seg       
);
    always @(*) begin
        case (number)
            3'd1: seg = 7'b1111001;  
            3'd2: seg = 7'b0100100;  
            3'd3: seg = 7'b0110000;  
            3'd4: seg = 7'b0011001;  
            3'd5: seg = 7'b0010010;  
            3'd6: seg = 7'b0000010;  
            default: seg = 7'b1111111;  
        endcase
    end
endmodule
module debounce (
    input clk,            
    input btn_in,         
    output reg btn_out    
);
    reg [15:0] shift_reg = 16'b0;
    always @(posedge clk) begin
        shift_reg <= {shift_reg[14:0], btn_in};
        if (&shift_reg)
            btn_out <= 1;
        else if (~|shift_reg)
            btn_out <= 0;
    end
endmodule
module lfsr_dice (
    input clk,                  
    input enable,               
    output reg [2:0] dice_out   
);
    reg [3:0] lfsr = 4'b1010;
    wire feedback = lfsr[3] ^ lfsr[2];
    always @(posedge clk) begin
        if (enable) begin
            lfsr <= (lfsr == 0) ? 4'b1010 : {lfsr[2:0], feedback};
            if (lfsr < 12)
                dice_out <= (lfsr % 6) + 1;  
        end
    end
endmodule
module dice_roller_top (
    input clk,          
    input btn,          
    output [6:0] seg    
);
    wire debounced_btn;    
    wire [2:0] dice_val;   
    debounce u1 (
        .clk(clk),
        .btn_in(btn),
        .btn_out(debounced_btn)
    );
    lfsr_dice u2 (
        .clk(clk),
        .enable(debounced_btn),
        .dice_out(dice_val)
    );
    seven_segment_decoder u3 (
        .number(dice_val),
        .seg(seg)
    );
endmodule
==> /design/flow/run.sh <==
#!/bin/bash
# OpenROAD 26Q1-2900-gdf79404cd8, Yosys 0.63+post, stock flow scripts
make -C /OpenROAD-flow-scripts/flow DESIGN_CONFIG=/design/flow/config.mk WORK_HOME=/design/flow/orfs finish
==> /design/flow/config.mk <==
export PLATFORM = sky130hd
export DESIGN_NAME = dice_roller_top
export DESIGN_NICKNAME = dice_roller_top
export VERILOG_FILES = /design/flow/design.v
export SDC_FILE = /design/flow/constraint.sdc
export NUM_CORES = 4
export LEC_CHECK = 1
export CORE_AREA = 10 10 79 79
export DIE_AREA = 0 0 89 89
==> /design/flow/constraint.sdc <==
current_design dice_roller_top

set clk_period 2.1
set clk_io_pct 0.2

create_clock -name clk0 -period $clk_period [get_ports {clk}]

set non_clock_inputs [all_inputs -no_clocks]
set_input_delay [expr $clk_period * $clk_io_pct] -clock clk0 $non_clock_inputs
set_output_delay [expr $clk_period * $clk_io_pct] -clock clk0 [all_outputs]
==> flow_metrics.env <==
# physical design summary
export IMPL_fp_utilization_pct=19.33
export IMPL_drc_errors=0
export IMPL_top_area_share_pct=37.78
export IMPL_layout_min_cycle_time_ns=1.963
export IMPL_synth_top_cell_by_count="dfxtp_1"
export IMPL_yosys_stat_seqShare_pct=61.11
export IMPL_cap_violations=0
export IMPL_htreeDepth=1
export IMPL_finalSetupViolCount=0
export IMPL_antenna_cells=0
export IMPL_slew_headroom_pct=80.12
export IMPL_top_cells_by_count="17 x dfxtp_1, 7 x edfxtp_1, 7 x ha_1, 6 x nand4_1"
export IMPL_crit_path_cell_trace="ha_1 -> ha_1 -> nor2_4 -> o2111ai_1 -> nand2_1 -> ha_1 -> inv_1 -> a311o_1 -> o211ai_2"
export IMPL_cp_slowest_cell="edfxtp_1"
export IMPL_vias=576
export IMPL_antenna_found_initial=0
export IMPL_die_y_microns=89
export IMPL_cts_sinks=24
export IMPL_p_sw_uw=151.5
export IMPL_largest_reg_flops=16
export IMPL_internal_power_uw=701.4
export IMPL_grt_max_degree=15
export IMPL_syn_inst=75
export IMPL_cp_data_arrival_time_ns=2.08
export IMPL_crit_type="register to register"
export IMPL_io_pins=9
export IMPL_power_leakage_uw=0.0004389
export IMPL_tns_ns=0
export IMPL_drt_iter0_markers=54
export IMPL_combPwrFrac_pct=0.8
export IMPL_pre_cts_slack_ns=0.09729
export IMPL_fin_worst_skew_ns=0.002270
export IMPL_power_density_nw_per_um2=757.4
export IMPL_synth_cell_types=22
export IMPL_fp_row_count=25
export IMPL_synthesis_area_sq_um=900.9
export IMPL_finalWeightedCongestion=0.8495
export IMPL_avgSynthCellArea_sq_um=12.01
export IMPL_core_area_sq_um=4661
export IMPL_grt_setup_unrepaired="false"
export IMPL_status="finished clean"
export IMPL_grt_total_usage_pct=3.547
export IMPL_cts_root_buf="clkbuf_8"
export IMPL_wl_per_cell_microns=9.582
export IMPL_ff_type="dfxtp_1"
export IMPL_total_power_uw=852.9
export IMPL_hpwlAfterDp_microns=985.9
export IMPL_yosys_warnings=3
export IMPL_cts_hold_buf=0
export IMPL_hold_class="register to register"
export IMPL_placed_cells=136
export IMPL_finalMaxSlewViolations=0
export IMPL_edf_count=7
export IMPL_ant_nets=0
export IMPL_final_layout_size_suffix_gt1_share_pct=10.34
export IMPL_cts_tree="done"
export IMPL_end_kind="register"
export IMPL_via_per_inst=4.085
export IMPL_max_slew_worst_pin_slew_ns=0.2975
export IMPL_clk_latency_ns=0.26
export IMPL_whs_ns=0.3712
export IMPL_cpPeakStageDelay_ns=0.45
export IMPL_fmax_mhz=509.3
export IMPL_wl_microns=1351
export IMPL_hold_viol=0
export IMPL_log_warning_count=29
export IMPL_first_pass_iters=3
export IMPL_crit_fanout=4
export IMPL_setup_ws_ns=0.1366
export IMPL_grt_pass1_vias=599
export IMPL_postSynth_asyncResetShare_pct=0
export IMPL_die_x_microns=89
export IMPL_vdd_drop_max_mv=0.5207
export IMPL_fin_crit_sh_pct=93.50
export IMPL_clock_path_buffers=2
export IMPL_stdcell_count=141
export IMPL_path_clk_slew_ns=0.08
export IMPL_p_clk_share_pct=40.4
export IMPL_cts_made_buffers=3
export IMPL_cp_common_cell="ha_1"
export IMPL_die_area_sq_um=7921
export IMPL_io_buffers=8
export IMPL_p_seq_share_pct=58.8
export IMPL_path_delay_family="adder cells"
export IMPL_yosysTopAreaCell="dfxtp_1"
export IMPL_yosysChipArea_sq_um=900.9
export IMPL_areaGrowthSynthToFinish_pct=25.00
export IMPL_sw_frac_of_total_pct=17.76
export IMPL_overflow=0
export IMPL_crit_path_start_kind="register"
export IMPL_grt_pass1_wl_microns=2325
export IMPL_ys_cells=75
export IMPL_synth_area_top_cells="dfxtp_1 38%, edfxtp_1 23%, ha_1 9.7%"
export IMPL_required_ns=2.22
export IMPL_cp_num_buf_inv=1
export IMPL_ys_ff=24
==> cells by family after synthesis <==
family	Yosys count	synth area share, %
DFF	24	61.11
and+or+nand+nor	24	14.58
AOI/OAI and AO/OA	11	9.306
adders and majority gates	7	9.722
buffers and inverters	7	3.333
xor gates and xnor gates	2	1.945
==> placed cells by master (no fill, tap or decap) <==
master and count:
dfxtp_1 17, clkdlybuf4s50_1 8, ha_1 7, edfxtp_1 7
nand4_1 6, inv_1 5, nand2_1 5, nor4_1 5
nand2b_1 4, o21ai_0 3, clkbuf_8 3, a21o_1 2
xor2_1 2, buf_4 2, nor2_4 1, o2111ai_1 1
a31oi_1 1, a31o_2 1, a311o_1 1, o211ai_2 1
nand3_1 1, nor2_1 1, nor2b_1 1, o21a_1 1
clkbuf_16 1
==> repair_timing <==
item	in CTS	in global routing
endpoints found under the hold margin	0	0
gates resized	0	2
buffers inserted	0	1
endpoints found under the setup margin	0	1
==> power groups by stage <==
stage	clock network [uW]	registers [uW]	logic, uW
4_1_cts	355	502	6.61
6_report	345	502	6.67
5_1_grt	377	505	7.51
==> final cells by class <==
cell class                      count  area [sq um]
Clock buffer                        4         66.31
Fill cell                         467          3535
Inverter                            5         18.77
Multi-Input combinational cell     44         327.8
Sequential cell                    24         550.5
Tap cell                           54         67.56
Timing Repair Buffer               10         95.09
==> worst paths after layout <==
check,startpoint,endpoint,slack [ns],cells after the start
setup reg to reg,u2.lfsr[2]$_SDFFCE_PN0P_,u2.dice_out[2]$_DFFE_PP_,0.14,9
hold / removal,u1.shift_reg[12]$_DFF_P_,u1.shift_reg[13]$_DFF_P_,0.37,0
setup / recovery,u2.lfsr[2]$_SDFFCE_PN0P_,u2.dice_out[2]$_DFFE_PP_,0.14,9
hold reg to reg,u1.shift_reg[12]$_DFF_P_,u1.shift_reg[13]$_DFF_P_,0.37,0
==> through the flow <==
stage / util, % / instance area (sq um)
after floorplan: - / 900.9
after global placement: 22.42 / 1045
after detailed placement: 22.42 / 1045
after CTS: 23.84 / 1111
after global routing: 24.16 / 1126
final: 24.16 / 1126
==> metal layers <==
metal | global-route usage, % | part of all wire (%) | vias to the layer above
li1 | - | - | 295
met1 | 4.159 | 49 | 264
met2 | 5.851 | 41 | 15
met3 | 1.745 | 8.7 | 2
met4 | 0.5780 | 0.59 | 0
met5 | 0 | 0 | -
==> worst reg2reg max path: cells and delay by family, from the launching register on <==
kind | cells | cell delay [ns]
adder cells (fa/ha/maj) | 3 | 0.64
AND-OR/OR-AND | 3 | 0.46
buffers and inverters | 1 | 0.05
AND/OR/NAND/NOR | 2 | 0.21
flip-flops | 1 | 0.45
Power and IR drop assume default switching activity.
